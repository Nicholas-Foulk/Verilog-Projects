==> ./design.v <==
`timescale 1ns / 1ps
module clk_gen(clk100MHz, rst, clk_4sec, clk_5KHz);
input clk100MHz, rst;
output clk_4sec, clk_5KHz;
reg clk_4sec, clk_5KHz;
integer count, count1;
always@(posedge clk100MHz)
begin
if(rst)
begin
count = 0;
count1 = 0;
clk_4sec = 0;
clk_5KHz =0;
end
else
begin
if(count == 200000000)
begin
clk_4sec = ~clk_4sec;
count = 0;
end
if(count1 == 10000)
begin
clk_5KHz = ~clk_5KHz;
count1 = 0;
end
count = count + 1;
count1 = count1 + 1;
end
end
endmodule  
`timescale 1ns / 1ps
module shiftrotator(input [3:0] D, input [2:0] CTRL, input CLK, RST, output reg [3:0] Q);
always @(posedge CLK, posedge RST)
begin
    if (RST)
     Q <= 4'b0000;
    else
    begin
           if(CTRL == 3'b000)
                Q <= D;
           if(CTRL == 3'b001) 
                Q <={1'b0,D[3:1]};        
           if(CTRL == 3'b010)
                Q <={2'b00,D[3:2]};
           if(CTRL == 3'b011) 
                Q <= {3'b000,D[3]};
           if(CTRL == 3'b100) 
                Q <= 4'b0000;
           if(CTRL == 3'b101) 
                Q <= {D[0],D[3:1]};   
           if(CTRL == 3'b110) 
                Q <= {D[1:0],D[3:2]};
           if(CTRL == 3'b111)
                Q <= {D[2:0],D[3]};
    end
end
endmodule
`timescale 1ns / 1ps
module shiftrotatorfpga (input[3:0] A, input[2:0] C,input clk100MHz, rst, pb, output[3:0] O);
wire clk, clk_5KHz,DONT_USE;
shiftrotator u1(A,C,clk,rst, O);
debounce u2(.pb_debounced(clk),.pb(pb),.clk(clk_5KHz));
clk_gen u5(.clk100MHz(clk100MHz), .rst(rst), .clk_4sec(DONT_USE), .clk_5KHz(clk_5KHz)); 
endmodule
`timescale 1ns / 1ps
module debounce #(parameter width = 16) (
output reg pb_debounced,
input wire pb,
input wire clk
);
localparam shift_max = (2**width)-1;
reg [width-1:0] shift;
always @ (posedge clk)
begin
shift[width-2:0] <= shift[width-1:1];
shift[width-1] <= pb;
if (shift == shift_max)
pb_debounced <= 1'b1;
else
pb_debounced <= 1'b0;
end
endmodule
==> ./run.sh <==
#!/bin/bash
# OpenROAD 26Q1-2900-gdf79404cd8, Yosys 0.63+post, stock flow scripts
make -C /OpenROAD-flow-scripts/flow DESIGN_CONFIG=/design/flow/config.mk WORK_HOME=/design/flow/orfs finish
==> ./config.mk <==
export PLATFORM = sky130hd
export DESIGN_NAME = shiftrotatorfpga
export DESIGN_NICKNAME = shiftrotatorfpga
export VERILOG_FILES = /design/flow/design.v
export SDC_FILE = /design/flow/constraint.sdc
export NUM_CORES = 4
export LEC_CHECK = 1
export CORE_UTILIZATION = 40
==> ./constraint.sdc <==
current_design shiftrotatorfpga

set clk_period 8.4
set clk_io_pct 0.2

create_clock -name clk0 -period $clk_period [get_ports {clk100MHz}]

set non_clock_inputs [all_inputs -no_clocks]
set_input_delay [expr $clk_period * $clk_io_pct] -clock clk0 $non_clock_inputs
set_output_delay [expr $clk_period * $clk_io_pct] -clock clk0 [all_outputs]
==> out/metrics.cfg <==
[final_timing]
finalSetupViolCount = 0
min_period_ns = 2.42
untimed_endpoints = 25
holdWs_ns = 0.484
fin_crit_sh_pct = 28.8
setup_tns_ns = 0
unclocked_pins = 21
max_freq_ghz = 0.413
final_hold_viol_count = 0
skew_ns = 0.00315
worst_pin_slew_ns = 0.744
finalMaxSlewViolations = 0
rsz0062_at_grt = false
max_slew_margin_pct = 50.2

[placed_design]
dp_cells = 299
hpwl_um = 2460
gp_congestion = 0.778
port-buffer-count = 13

[layout]
fillers = 513
layout-drive-gt1-share_pct = 6.75
areaGrowthSynthToFinish_pct = 12.3
final_cell_count_no_fill = 307

[floorplanning]
die_h_um = 75.4
die-area_um2 = 5690
initCoreUtil_pct = 41.9
core_um2 = 5140
placementRows = 26
io_pins = 14
fp.dieW_um = 75.4

[global_route]
grt_pass1_vias = 1313
grt_pass1_wl_um = 6100
antenna_found_initial = 0
grt_max_degree = 35
overflow = 0
grt_use_total_pct = 14.2

[drt]
vias = 1574
totalWireLength_um = 3590
ant_nets = 0
insertedDiodeCount = 0
first_pass_iters = 4
viasPerCell = 5.13
drcViolationCount = 0
wl_per_cell_um = 11.7
first_iter_violations = 74

[yosys]
synth_flops = 54
ys_warn_count = 3
top_area_share_pct = 46.4
yosysSeqAreaShare_pct = 51.1
synthTopCellsByCount = dfxtp_1 (50), nor2_1 (28), xor2_1 (19)
synth_stat.cells = 223
post-synth-top-count-cell = dfxtp_1
async_flop_share_pct = 7.41
syn_inst = 223
flop_cell = dfxtp_1
top_area_cell = dfxtp_1
syn_area_per_cell_um2 = 9.67
ys_area_um2 = 2160
synth-edff-count = 0
synth_cell_types = 39
synth_area_um2 = 2160
synthTopCellsByArea = dfxtp_1 (46%), xor2_1 (7.7%), nor2_1 (4.9%), dfrtp_1 (4.6%), nand3_1 (3.3%)

[setup_path]
endpoint_kind = flop
path_class = in -> reg
required_ns = 8.55
critPathMaxStageDelay_ns = 0.45
critPathBufInv = 2
crit_fanout = 34
worstPathCellList = clkdlybuf4s50_1 > buf_4 > nor3_1
start_kind = input port
critical-path-top-delay-family = buffers and inverters
cpMaxStageDelayCell = clkdlybuf4s50_1
arrival_ns = 2.57

[power]
p_per_area_nw_per_um2 = 120
irDropWorstVdd_v = 0.0000909
p_leak_nw = 0.899

[clock_network]
cts_hold_buf = 0
htree_levels = 2
clkLatencyLatePin_ns = 0.28
cts_tree = built
cts_buffer_depth = 2
clk_pin_slew_worst_paths_ns = 0.06
cts_setup_buffers = 0
clockRootBuffer = clkbuf_8
cts_buffers = 5
cts_resized = 0

[worst_hold_path]
hp-class = reg -> reg

[status]
status = complete, no violations

[run]
cap_violations = 0
warnings = 25

==> cell families (layout without fill, tap and decap cells) <==
logic type,Yosys count,count (layout),share of synthesized area (%)
AND-OR/OR-AND,28,28,7.66
XOR/XNOR,24,24,9.75
adder cells (fa/ha/maj),1,1,0.580
buffers and inverters,14,28,3.08
flip-flops,54,54,51.1
multiplexers,2,2,0.929
AND/OR/NAND/NOR,100,100,26.9
==> power breakdown <==
part | internal, W | switching (W)
registers | 0.000158 | 0.00000147
logic | 0.00000759 | 0.00000822
clock network | 0.0000588 | 0.0000555
total | 0.000224 | 0.0000652
==> registers in the layout, summed over array words and instances, names as in the netlist <==
name	count
u5.count1	32
u2.shift	16
u1.Q	4
u2.pb_debounced	1
u5.clk_5KHz	1
==> routing by layer <==
layer	up-vias	track usage (%)	share of wire [%]
met5	-	0	0
met4	0	2.26	1.8
met3	8	2.14	3.0
met2	20	21.0	42
met1	729	23.2	53
li1	817	-	-
==> worst register-to-register path, stage by stage, from the launching register on <==
cell       delay, ns
dfxtp_1         0.45
nor4b_1         0.38
nand4_1         0.19
nor3_1          0.53
buf_4           0.26
o2111ai_1       0.11
a21oi_1         0.13
==> metrics by stage <==
stage               total power, W  worst slack [ns]  area, um2  util [%]
floorplan                 0.000173              6.15       2160         -
global placement          0.000179              5.68       2340      45.5
finish                    0.000290              5.98       2420      47.1
CTS                       0.000293              5.97       2420      47.1
detailed placement        0.000179              5.67       2340      45.5
global route              0.000302              5.89       2420      47.1
==> cell type report <==
| cell class | instances | area (um2) | share of cell area [%] |
|---|---|---|---|
| flip-flops and latches | 54 | 1100 | 45.5 |
| well taps | 70 | 87.6 | 3.62 |
| multi-input cells | 155 | 988 | 40.8 |
| repair buffers | 15 | 145 | 5.99 |
| clock buffers | 8 | 80.1 | 3.31 |
| inverters | 5 | 18.8 | 0.775 |
==> cells in the final DEF, fill, tap and decap left out, drive strengths merged, types with 4 or more instances in the layout <==
master         netlist  final
nand4               14     14
clkdlybuf4s50        0     13
or3                  5      5
nor3                 8      8
xor2                19     19
o21ai                7      7
nor2                28     28
xnor2                5      5
inv                  5      5
a21oi               13     13
nand2               11     11
dfxtp               50     50
nor4                 6      6
dfrtp                4      4
and3                 5      5
nand3               15     15
clkbuf               8      8
==> worst paths after layout <==
check | from | end | slack (ns) | depth (start not counted)
worst max-delay path | rst | u5.count1[4] | 5.98 | 3
worst min-delay path | u5.count1[0] | u5.count1[0] | 0.48 | 1
worst max register to register | u5.count1[4] | u5.count1[9] | 6.28 | 6
worst min register to register | u5.count1[0] | u5.count1[0] | 0.48 | 1
Power and IR drop assume default switching activity.
