<file path="run.sh">
#!/bin/bash
# OpenROAD 26Q1-2900-gdf79404cd8, Yosys 0.63+post, stock flow scripts
make -C /OpenROAD-flow-scripts/flow DESIGN_CONFIG=/design/flow/config.mk WORK_HOME=/design/flow/orfs finish
</file>
<file path="config.mk">
export PLATFORM = sky130hd
export DESIGN_NAME = CALC
export DESIGN_NICKNAME = CALC
export VERILOG_FILES = /design/flow/design.v
export SDC_FILE = /design/flow/constraint.sdc
export NUM_CORES = 4
export LEC_CHECK = 1
export CORE_UTILIZATION = 30
</file>
<file path="constraint.sdc">
current_design CALC

set clk_period 4.9
set clk_io_pct 0.2

create_clock -name clk0 -period $clk_period [get_ports {clk}]

set non_clock_inputs [all_inputs -no_clocks]
set_input_delay [expr $clk_period * $clk_io_pct] -clock clk0 $non_clock_inputs
set_output_delay [expr $clk_period * $clk_io_pct] -clock clk0 [all_outputs]
</file>
<file path="design.v">
`timescale 1ns / 1ps
module ALU (in1, in2, c, aluout);
input [2:0] in1, in2;
input [1:0] c;
output reg [2:0] aluout;
always @ (in1, in2, c)
begin
case (c)
2'b00: aluout = in1 + in2;
2'b01: aluout = in1 - in2;
2'b10: aluout = in1 & in2;
default: aluout = in1 ^ in2;  
endcase
end
endmodule  
`timescale 1ns / 1ps
module CALC(input [2:0] in1, in2, input [1:0] op, input clk, rst, output [2:0] out, input go, output done, output [3:0] cs);
wire[1:0] se1, wa, raa, rab, c; 
wire we, rea, reb, se2; 
FSM_CU DUT12(go, clk, rst, op, we, rea, reb, se2, done, cs, se1, wa, raa, rab, c);
DP DUT13(in1, in2, se1, clk, wa, we, raa, rea, rab, reb, c, se2, out);
endmodule
`timescale 1ns / 1ps
module DP(in1,in2, s1, clk, wa, we, raa, rea, rab, reb, c, s2, out);
input [2:0] in1, in2;
input [1:0] s1, wa, raa, rab, c;
input we, rea, reb, s2, clk;
output [2:0] out;
wire [2:0] mux1out;
wire [2:0] douta;
wire [2:0] doutb;
wire [2:0] aluout;
MUX1 U0(.in1(in1), .in2(in2), .in3(3'b000), .in4(aluout), .s1(s1),.m1out(mux1out));
RF U1(.clk(clk), .rea(rea), .reb(reb), .raa(raa), .rab(rab), .we(we), .wa(wa),.din(mux1out), .douta(douta), .doutb(doutb));
ALU U2(.in1(douta), .in2(doutb), .c(c), .aluout(aluout));
MUX2 U3(.in1(aluout), .in2(3'b000), .s2(s2), .m2out(out));
endmodule  
`timescale 1ns / 1ps
module FSM_CU(
input go,clk,rst,
input [1:0] op,
output reg we,rea,reb,se2,
output reg done,
output reg [3:0] cs,
output reg [1:0] se1, wa, raa, rab, c
);
reg [3:0] ns;
always @(posedge clk, posedge rst)
begin
    if(rst)
        begin cs<=0; end
    else
        begin cs<=ns; end
end
always@(cs, go, op)
begin
   case(cs)
0:begin se1=2'b01; wa=2'b00; we=1'b0; raa=2'b00; 
rea=1'b0; rab=2'b00; reb=1'b0; c=2'b00; se2=1'b0; done=1'b0; end 
1:begin se1=2'b11; wa=2'b01; we=1'b1; raa=2'b00; 
rea=1'b0; rab=2'b00; reb=1'b0; c=2'b00; se2=1'b0; done=1'b0; end 
2:begin se1=2'b10; wa=2'b10; we=1'b1; raa=2'b00; 
rea=1'b0; rab=2'b00; reb=1'b0; c=2'b00; se2=1'b0; done=1'b0; end 
3:begin se1=2'b01; wa=2'b00; we=1'b0; raa=2'b00; 
rea=1'b0; rab=2'b00; reb=1'b0; c=2'b00; se2=1'b0; done=1'b0; end 
4:begin se1=2'b00; wa=2'b11; we=1'b1; raa=2'b01;
rea=1'b1; rab=2'b10; reb=1'b1; c=2'b00; se2=1'b0; done=1'b0; end 
5:begin se1=2'b00; wa=2'b11; we=1'b1; raa=2'b01;
rea=1'b1; rab=2'b10; reb=1'b1; c=2'b01; se2=1'b0; done=1'b0; end 
6:begin se1=2'b00; wa=2'b11; we=1'b1; raa=2'b01; 
rea=1'b1; rab=2'b10; reb=1'b1; c=2'b10; se2=1'b0; done=1'b0; end 
7:begin se1=2'b00; wa=2'b11; we=1'b1; raa=2'b01;
rea=1'b1; rab=2'b10; reb=1'b1; c=2'b11; se2=1'b0; done=1'b0; end 
8:begin se1=2'b01; wa=2'b00; we=1'b0; raa=2'b11; 
rea=1'b1; rab=2'b11; reb=1'b1; c=2'b10; se2=1'b1; done=1'b1; end 
   endcase
end
always @(cs, go, op)
begin
case(cs)
0: begin if(go)
    ns=1;
    else ns=0;
    end
1:ns=2;
2:ns=3;
3:begin 
    if(op == 2'b00)
        ns=4;
    if(op == 2'b01)
        ns=5;
    if(op == 2'b10)
        ns=6;
    if(op == 2'b11)
        ns=7; 
   end
4: ns=8;
5: ns=8;
6: ns=8;
7: ns=8;
8: ns=0; 
endcase
end
endmodule
`timescale 1ns / 1ps
module MUX1(in1, in2, in3, in4, s1, m1out);
input [2:0] in1, in2, in3, in4;
input [1:0] s1;
output reg [2:0] m1out;
always @ (in1, in2, in3, in4, s1)
begin
case (s1)
2'b11: m1out = in1;
2'b10: m1out = in2;
2'b01: m1out = in3;
default: m1out = in4;  
endcase
end
endmodule  
`timescale 1ns / 1ps
module MUX2 (in1, in2, s2, m2out);
input [2:0] in1, in2;
input s2;
output reg [2:0] m2out;
always @ (in1, in2, s2)
begin
if (s2)
m2out = in1;
else
m2out = in2;
end
endmodule  
`timescale 1ns / 1ps
module RF(clk, rea, reb, raa,rab,we,wa, din, douta, doutb);
input clk, rea, reb, we;
input[1:0] raa, rab, wa;
input[2:0] din;
output reg[2:0] douta, doutb;
reg[2:0] mem [3:0];
always@(rea,reb,raa,rab, mem[raa], mem[rab] )
begin 
if (rea == 1)
douta <= mem[raa];
else
douta <= 3'b000;
if (reb == 1)
doutb <= mem[rab];
else
doutb <= 3'b000;
end
always@(posedge clk)
begin
if (we)
mem[wa] <= din;
end
endmodule 
</file>
==> impl_summary.log <==
[flow] final metrics
[metrics] endpoints left unconstrained: 28
[metrics] cts-stage hold buffer count: 0
[metrics] global-route usage over all layers: 0.109
[metrics] total core area: 3690 µm²
[metrics] routed wire length: 2060 µm
[metrics] Yosys Instances: 121
[metrics] Congestion Overflow GR: 0
[metrics] clock skew after layout: 0.00228 ns
[metrics] worst-path maximum fanout: 2
[metrics] count of antenna-violating nets left after detailed routing: 0
[metrics] register-to-register setup slack: 2.43 ns
[metrics] total of fill cells in the finished design: 363
[metrics] net switching power: 0.0000392 W
[metrics] critical path startpoint: DUT13.U1.mem[2][1]$_DFFE_PP_
[metrics] maximum frequency from static timing analysis: 265 MHz
[metrics] comb. cell area: 508 µm²
[metrics] insertion delay at the late pin of the worst-skew pair: 0.24 ns
[metrics] Post-Synthesis Cells: 121
[metrics] Placement Rows: 22
[metrics] first-pass GRT wire length: 3370 µm
[metrics] internal power consumption: 0.000182 W
[metrics] critical path class: reg -> out
[metrics] maximum number of pins on one net before global-route repair: 12
[metrics] total of max-cap violations: 0
[metrics] aggregate negative setup slack: 0 ns
[metrics] Top cell excl fill/tap: sky130_fd_sc_hd__clkdlybuf4s50_1
[metrics] register pins left without a clock: 14
[metrics] Critical R2R Capture: DUT13.U1.mem[2][1]$_DFFE_PP_
[metrics] vias in the first global route: 761
[metrics] signal arrival time at the worst endpoint: 2.79 ns
[metrics] Syn-to-layout area delta: 23.0%
[metrics] total CTS buffers: 3
[metrics] result of the run: completed
[metrics] Switching Fraction: 0.177
[metrics] initial antenna violation count: 0
[metrics] part of the power in combinational logic: 0.048
[metrics] Die Footprint: 4120 µm²
[metrics] Yosys top cell by area: sky130_fd_sc_hd__edfxtp_1
[metrics] Max VDD drop: 193 µV
[metrics] normalized max-slew margin: 0.678
[metrics] R2R cell count: 10
[metrics] power per unit of standard cell area: 155 nW/µm²
[metrics] minimum clock period after layout: 3.77 ns
[metrics] sequential cell area: 581 µm²
[metrics] total power of the final layout: 0.000222 W
[metrics] routed via count divided by cell count: 4.62
[metrics] CTS tree: done
[metrics] Flops after synth: 27
[metrics] Routed WL per cell: 11.1 µm
[metrics] total count of hold-check failures in the final report: 0
[metrics] share of layout cells above drive strength 1: 0.0652
[metrics] tool warning count: 26
[metrics] kind of start point of the critical path: register
[metrics] slew at the pin closest to its max-slew limit: 0.481 ns
[metrics] setup repair after global routing missed its margin: false
[metrics] buffer cell driving the clock tree root: sky130_fd_sc_hd__clkbuf_8
[metrics] synth warn: 5
[metrics] classification of the worst-slack hold path: in -> async
[metrics] reported leakage power: 0.640 nW
[metrics] number of different library cells in the post-synthesis netlist: 35
[metrics] worst path required time: 3.92 ns
[metrics] proportion of netlist area held by the largest area contributor: 0.233
[metrics] post-synthesis chip area from yosys: 1160 µm²
[metrics] crit path capture: out[2]
[metrics] list of cells traversed by the critical path: nand2b_1 -> a21boi_1 -> inv_2 -> ha_1 -> o21ai_0 -> o31ai_1 -> fa_1 -> xnor2_1 -> xnor3_1 -> o21ai_2 -> nor2b_1 -> clkdlybuf4s50_1
[metrics] die height: 64.2 µm
[metrics] Final Wtd Congestion: 0.891
[metrics] total via count in the routed design: 859
[metrics] DR pass1 iterations: 4
[metrics] post-synthesis average cell area: 9.59 µm²
[metrics] number of buffers between clock root and the deepest sink: 2
[metrics] slowest cell on the critical path: sky130_fd_sc_hd__fa_1
[metrics] post-detailed-route DRC marker count: 0
[metrics] final critical-path share of the clock period: 0.770
[metrics] Critical R2R Launch: DUT13.U1.mem[2][1]$_DFFE_PP_
[metrics] die outline width: 64.2 µm
[metrics] number of instances resized during post-cts repair: 0
[metrics] number of buffer cells added on primary ports: 18
[metrics] clock group share of total power: 0.423
[metrics] count of pins on the block boundary: 19
[metrics] Post-Synthesis Cell Area: 1160 µm²
[metrics] Diodes inserted: 0
[metrics] relative contribution of sequential cells to total power: 0.530
[metrics] Detailed Route Iter0 Violations: 26
[metrics] sort of element at the end of the critical path: output port
[metrics] Primary FF master, synth: sky130_fd_sc_hd__dlxtn_1
[metrics] clock slew seen by the registers of the worst setup and hold paths: 0.05 ns
[metrics] Top Layout Cells: 18 x sky130_fd_sc_hd__clkdlybuf4s50_1, 14 x sky130_fd_sc_hd__dlxtn_1, 13 x sky130_fd_sc_hd__inv_1
[metrics] final core occ: 0.387
[metrics] Main area contributors: sky130_fd_sc_hd__edfxtp_1 23%, sky130_fd_sc_hd__dlxtn_1 18%, sky130_fd_sc_hd__dfrtp_1 8.6%, sky130_fd_sc_hd__ha_1 5.4%, sky130_fd_sc_hd__inv_1 4.2%
[metrics] initial standard-cell utilization of the core: 0.314
[metrics] Final setup viols: 0
[metrics] count of library flops with an enable pin: 9
[metrics] async set-reset flop share out of synthesis: 0.148
[metrics] max-slew violation count: 0
[metrics] hpwl dp: 1640 µm
[metrics] post-CTS setup buffer count: 0
[metrics] critical path's largest stage delay: 0.41 ns
[metrics] level count of the clock H-tree: 1
-- Yosys cell counts, types with 4 or more instances --
library cell,n
sky130_fd_sc_hd__dlxtn_1,14
sky130_fd_sc_hd__nor2_1,10
sky130_fd_sc_hd__a21oi_1,5
sky130_fd_sc_hd__inv_1,13
sky130_fd_sc_hd__clkbuf_1,5
sky130_fd_sc_hd__o21ai_0,7
sky130_fd_sc_hd__and3_1,4
sky130_fd_sc_hd__dfrtp_1,4
sky130_fd_sc_hd__ha_1,5
sky130_fd_sc_hd__edfxtp_1,9
sky130_fd_sc_hd__nand2_1,9
-- stage by stage --
| step | setup slack (ns) | area (µm²) | cells | hold slack, ns |
|---|---|---|---|---|
| after floorplan | 1.89 | 1160 | 121 | 0.746 |
| after global placement | 1.38 | 1380 | 182 | 1.17 |
| after detailed placement | 1.36 | 1380 | 182 | 1.18 |
| after CTS | 1.09 | 1430 | 186 | 0.927 |
| after global routing | 0.956 | 1430 | 186 | 0.949 |
| final | 1.13 | 1430 | 186 | 0.924 |
-- critical path, delay by kind of cell (launching register included) --
kind / cells / cell delay, ns
adder cells (fa/ha/maj): 2 / 0.69
AND-OR/OR-AND: 4 / 0.54
buffers and inverters: 2 / 0.46
XOR/XNOR: 2 / 0.42
flip-flops: 1 / 0.33
AND/OR/NAND/NOR: 2 / 0.11
-- layout make-up --
type	count	area share
clock buffers	4	0.0316
inverters	14	0.0368
multi-input cells	75	0.356
flip-flops and latches	27	0.407
well taps	48	0.0421
repair buffers	18	0.126
-- logic make-up (layout without fill, tap and decap cells) --
family,after synthesis,in the layout,share of synthesized area
buffers and inverters,19,36,0.0615
latches,14,14,0.181
adder cells (fa/ha/maj),6,6,0.0712
flip-flops,13,13,0.319
AND-OR/OR-AND,23,23,0.133
multiplexers,3,3,0.0259
AND/OR/NAND/NOR,40,40,0.174
XOR/XNOR,3,3,0.0345
-- metal layers --
layer,up-vias,track usage,part of all wire
met3,0,0.0236,0.053
met5,-,0,0
met1,401,0.167,0.49
met4,0,0.00278,0
met2,20,0.173,0.45
li1,438,-,-
-- registers in the layout, summed over array words and instances, names as in the netlist --
name / count
DUT13.U1.mem: 9
DUT12.cs: 4
DUT12.ns: 4
DUT12.c: 2
DUT12.se1: 2
DUT12.wa: 2
DUT12.raa: 1
DUT12.rab: 1
DUT12.se2: 1
DUT12.we: 1
-- how the worst min path moves through the flow --
stage	from	to	slack [ns]	cells past startpoint
after CTS	rst	DUT12.cs[3]$_DFF_PP0_	0.93	2
after global routing	rst	DUT12.cs[0]$_DFF_PP0_	0.95	2
final	rst	DUT12.cs[0]$_DFF_PP0_	0.92	2
-- power groups by stage --
stage / Combinational [W] / Clock, W / Sequential (W)
after CTS: 0.0000107 / 0.0000948 / 0.000117
after global routing: 0.0000116 / 0.000102 / 0.000117
final: 0.0000106 / 0.0000937 / 0.000117
Power is estimated from default activity; no workload was simulated.
